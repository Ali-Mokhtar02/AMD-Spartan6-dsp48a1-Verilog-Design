## flow/design.v

```verilog
module DSP(A,B,C,D,CARRYIN,M,P,CARRYOUT,CARRYOUTF,CLK,OPMODE,
CEA,CEB,CEC,CED,CECARRYIN,CEM,CEP,CEOPMODE,
RSTA,RSTB,RSTC,RSTD,RSTCARRYIN,RSTM,RSTP,RSTOPMODE,
BCOUT,PCIN,PCOUT);
input[17:0] A, B, D;
input[47:0] C,PCIN;
input[7:0] OPMODE;
input CARRYIN,CLK,CEA,CEB,CEC,CECARRYIN,CED,CEM,CEP,CEOPMODE;
input RSTA,RSTB,RSTC,RSTD,RSTCARRYIN,RSTM,RSTP,RSTOPMODE;
output wire[35:0] M;
output wire[47:0] P,PCOUT;
output wire[17:0] BCOUT;
output CARRYOUT,CARRYOUTF;
parameter A0REG=0;	 
parameter A1REG=1; 
parameter B0REG=0;
parameter B1REG=1;
parameter CREG=1;
parameter DREG=1;
parameter MREG=1;
parameter PREG=1;
parameter CARRYINREG=1;
parameter CARRYOUTREG=1;
parameter OPMODEREG=1;
parameter CARRYINSEL="OPMODE5";  
parameter B_INPUT="DIRECT";  
parameter RSTTYPE="ASYNC";  
wire[7:0] OPMODE_REG;
wire[17:0] D_REG;
reg[17:0] B0_IN;
wire[17:0] B0_REG;
reg[17:0] PRE_RESULT;
wire[17:0] B1_IN;
wire[17:0] B1_REG;
wire[17:0] A0_REG;
wire[17:0] A1_REG;
wire[35:0] Product_Result;
wire[35:0] M_REG;
reg[47:0] X_OUT;
reg[47:0] Z_OUT;
wire[48:0] Post_Result;
wire[47:0] C_REG;
reg Carry_IN;  
wire CIN; 
wire Carry_Out_In;
reg_mux #(.WIDTH(18), .PIPELINE(DREG), .RESET_TYPE(RSTTYPE)) DREG_INST(.in(D), .out(D_REG), .clk(CLK), .ce(CED), .rst(RSTD));
reg_mux #(.WIDTH(18), .PIPELINE(B0REG), .RESET_TYPE(RSTTYPE)) B0REG_INST(.in(B0_IN), .out(B0_REG), .clk(CLK), .ce(CEB), .rst(RSTB));
reg_mux #(.WIDTH(18), .PIPELINE(B1REG), .RESET_TYPE(RSTTYPE)) B1REG_INST(.in(B1_IN), .out(B1_REG), .clk(CLK), .ce(CEB), .rst(RSTB));
reg_mux #(.WIDTH(18), .PIPELINE(A0REG), .RESET_TYPE(RSTTYPE)) A0REG_INST(.in(A), .out(A0_REG), .clk(CLK), .ce(CEA), .rst(RSTA));
reg_mux #(.WIDTH(18), .PIPELINE(A1REG), .RESET_TYPE(RSTTYPE)) A1REG_INST(.in(A0_REG), .out(A1_REG), .clk(CLK), .ce(CEA), .rst(RSTA));
reg_mux #(.WIDTH(48), .PIPELINE(CREG), .RESET_TYPE(RSTTYPE)) CREG_INST(.in(C), .out(C_REG), .clk(CLK), .ce(CEC), .rst(RSTC));
reg_mux #(.WIDTH(36), .PIPELINE(MREG), .RESET_TYPE(RSTTYPE)) MREG_INST(.in(Product_Result), .out(M_REG), .clk(CLK), .ce(CEM), .rst(RSTM));
reg_mux #(.WIDTH(1), .PIPELINE(CARRYINREG), .RESET_TYPE(RSTTYPE)) CYIREG_INST(.in(Carry_IN), .out(CIN), .clk(CLK), .ce(CECARRYIN), .rst(RSTCARRYIN));
reg_mux #(.WIDTH(8), .PIPELINE(OPMODEREG), .RESET_TYPE(RSTTYPE)) OPMODEREG_INST(.in(OPMODE), .out(OPMODE_REG), .clk(CLK), .ce(CEOPMODE), .rst(RSTOPMODE));
reg_mux #(.WIDTH(1), .PIPELINE(CARRYOUTREG), .RESET_TYPE(RSTTYPE)) CYOREG_INST(.in(Carry_Out_In), .out(CARRYOUT), .clk(CLK), .ce(CECARRYIN), .rst(RSTCARRYIN));
reg_mux #(.WIDTH(48), .PIPELINE(PREG), .RESET_TYPE(RSTTYPE)) PREG_INST(.in(Post_Result), .out(P), .clk(CLK), .ce(CEP), .rst(RSTP));
always @(*) begin
	case(B_INPUT)
		"DIRECT": B0_IN=B;
		"CASCADE": B0_IN=BCOUT;
		default: B0_IN=0;
	endcase
end
always @(*) begin
	if(OPMODE_REG[6])
		PRE_RESULT= D_REG - B0_REG;	
	else
		PRE_RESULT= D_REG + B0_REG;
end
assign B1_IN=(OPMODE_REG[4])? PRE_RESULT: B0_REG;
assign Product_Result=B1_REG * A1_REG;
assign M=M_REG;
always @(*) begin
	case(CARRYINSEL)
		"CARRYIN": Carry_IN=CARRYIN;
		"OPMODE5": Carry_IN=OPMODE_REG[5];
		default: Carry_IN=0;
	endcase
end
always @(*) begin
	case({ OPMODE_REG[3], OPMODE_REG[2]})
		0: Z_OUT=0;
		1: Z_OUT=PCIN;
		2: Z_OUT=P;
		3: Z_OUT=C_REG;
	endcase
end
always @(*) begin
	case( {OPMODE_REG[1], OPMODE_REG[0]})
		0: X_OUT=0;
		1: X_OUT={ {13{M_REG[35]}} , M_REG[34:0] };  
 		2: X_OUT=P;
		3: X_OUT={D_REG[11:0], A1_REG, B1_REG};    
	endcase
end
assign Post_Result= ( OPMODE_REG[7] )? (Z_OUT-(X_OUT+CIN)) : (Z_OUT+X_OUT+CIN) ;
assign Carry_Out_In=Post_Result[48];
assign BCOUT= B1_REG;
assign CARRYOUTF= CARRYOUT;
assign PCOUT=P;
endmodule
module reg_mux(in,out,clk,ce,rst);
parameter WIDTH=18;
parameter PIPELINE=0; 
parameter RESET_TYPE="SYNC";  
input[WIDTH-1:0] in;
input clk,ce,rst;
output reg[WIDTH-1:0] out;
generate
	if(PIPELINE && RESET_TYPE=="SYNC") begin
		always @(posedge clk) begin
			if(rst) begin
				out<=0;
			end
			else if(ce) begin
				out<=in;
			end
		end
	end
endgenerate
generate
	if(PIPELINE && RESET_TYPE=="ASYNC") begin
		always @(posedge clk or posedge rst) begin
			if (rst) begin
				out<=0;
			end
			else if (ce) begin
				out<=in;
			end
		end
	end
endgenerate
generate
	if(PIPELINE==0) begin
		always @(*) begin
			out=in;
		end
	end
endgenerate
endmodule
```

## flow/run.sh

```bash
#!/bin/bash
# OpenROAD 26Q1-2900-gdf79404cd8, Yosys 0.63+post, stock flow scripts
make -C /OpenROAD-flow-scripts/flow DESIGN_CONFIG=/design/flow/config.mk WORK_HOME=/design/flow/orfs finish
```

## flow/config.mk

```make
export PLATFORM = sky130hd
export DESIGN_NAME = DSP
export DESIGN_NICKNAME = DSP
export VERILOG_FILES = /design/flow/design.v
export SDC_FILE = /design/flow/constraint.sdc
export NUM_CORES = 4
export LEC_CHECK = 1
export CORE_UTILIZATION = 30
```

## flow/constraint.sdc

```tcl
current_design DSP

set clk_period 14.0
set clk_io_pct 0.2

create_clock -name clk0 -period $clk_period [get_ports {CLK}]

set non_clock_inputs [all_inputs -no_clocks]
set_input_delay [expr $clk_period * $clk_io_pct] -clock clk0 $non_clock_inputs
set_output_delay [expr $clk_period * $clk_io_pct] -clock clk0 [all_outputs]
```

==> summary.txt <==
impl run done, here's what came out: Log Warnings between 70 and 80, IO Pins 328, # hold bufs at CTS 0, mapped cell area 28100 µm², vias in the first global route 23090, CP endpoint PREG_INST.out[46]$_DFFE_PP0P_, post-route ant nets 0, largest net degree at the start of global routing 57, initial antenna violation count 14, Max Cap Viol 0, Die H 308 µm, Die ar. 94800 µm², WP data arrival just under 8000 ps, drt drc 0, Inserted Clock Buffers 17, Via Count 23284, Worst R2R End MREG_INST.out[30]$_DFFE_PP0P_, ys cells 3221, register area share after synthesis 0.175, clock skew 22.7 ps, Late-Pin Clk Latency 530 ps, CTS H-tree depth 4, Total Wirelength slightly above 90000 µm, PortBufs 326, crit path time final 7340 ps, CTS tree done, CTS root buf clkbuf_16, Placer Congestion a little under 1, crit end category register, Avg Inst Size Synth between 8 and 9 µm², leading register cell type out of synthesis dfrtp_1, yosys warns 8, DRT Pass-1 Iters 5, max-slew violations 0, # rows around 110, RSZ-0062 raised after global routing no, R2R cell count 21, endpoints failing setup 0, post-route clock period utilization 0.524, share of cells above drive strength 1 0.0954, Slew HR 0.416, asr flop ratio synth 1.00, HP Class register to register, outcome completed, area reported by Yosys stat about 28000 µm², GR Overflow Total 0, total negative slack 0 ps, Multiplexer share 0.0894, RR Startpoint A1REG_INST.out[10]$_DFFE_PP0P_, final non-filler cell total 4662, CP max FO 6, flip-flops with a built-in enable 0, cell count after placement between 4000 and 5000, CTS sink cnt between 150 and 200, first-pass GRT wire length 141000 µm, Yosys cell types 83, CP Class input port to register, Max clock buf depth 2, Top cell excl fill/tap inv_1, AO/OA Area Share 0.153, Post-synth regs 196, GRT Overall Usage 0.205, post-synthesis cell count 3221, Area after DPL ~32000 µm², worst slew pin tran 865 ps, FF-to-FF setup slack around 6700 ps, Fin. Hold Viols 0, startpoint type of the worst setup path input port, number of post-CTS setup repair buffers 0, floorplan utilization 0.304, Core Box Area 92200 µm², CP Data Required Time 14400 ps, fin area 32900 µm², routed vias/inst 4.99, die width between 300 and 400 µm, Worst Setup SP PCIN[2], HPWL after DPL 73000 µm, Worst-path clk slew around 80 ps, WHS 507 ps, Hold Crit Start CREG_INST.out[41]$_DFFE_PP0P_, Max Clock Freq between 100 and 150 MHz, Adders+Majority by Area 0.305, commonest cells after routing, fill and taps aside 472 x inv_1, 323 x clkdlybuf4s50_1, 306 x nand2_1, Routed WL per cell 19.9 µm, # resized after CTS 0, yosys simple share 0.137, Layout area overhead 17.2%, Dominant comb cell adder cells, Starting DRT DRC Count around 1200, xor/xnor share 0.0412
-- worst min-delay path by stage --
stage | depth (start not counted) | end
global route | 1 | A1REG_INST.out[8]$_DFFE_PP0P_
finish | 1 | CREG_INST.out[41]$_DFFE_PP0P_
CTS | 1 | CREG_INST.out[45]$_DFFE_PP0P_
-- area by class of cell --
type,count,area [µm²]
sequential,196,4910
tap,1243,1560
multi-input combinational,2333,20400
timing repair buffer,382,3670
fill,9488,59300
inverter,475,1780
clock inverter,13,140
antenna,1,2.50
clock buffer,19,443
-- per-stage QoR --
step / util / setup slack (ps)
after floorplan: - / 7650
after global placement: 0.350 / 6160
after detailed placement: 0.350 / 6170
after CTS: 0.357 / 6710
after global routing: 0.357 / 6450
final: 0.357 / 6660
-- synth_stat cells (21+ instances only) --
cell      instances  area, µm²
xnor2_1          96        841
dfrtp_1         196       4900
buf_4            49        368
and2_1          141        882
a21o_1           68        510
a21oi_1         199        996
nor3_1           29        145
ha_1            267       3340
inv_1           475       1780
nor2_1          173        649
nor2b_1          21        131
mux2_2          204       2300
nand3_1          31        155
and3_1           23        144
a22oi_1          25        188
fa_1            261       5230
o21bai_1         21        158
a22o_1           74        648
clkbuf_1        152        571
xor2_1           36        315
nand2_1         306       1150
a31oi_1          23        144
o21ai_0          93        465
-- worst max-delay path, cell delays in order --
cell and delay, ps:
clkdlybuf4s50_1 570, mux2_2 330, a22oi_1 200, ha_1 350, nand2b_1 200, a211oi_1 320
o21a_1 290, a31oi_1 210, o311ai_0 780, a31oi_1 330, a311oi_1 620, o211ai_1 250
mux2i_1 180, o32a_1 290
-- routing by layer --
metal  GRT usage  vias up  routed length (µm)
met5           0        -                 168
met4      0.0266       26                1570
met3      0.0943      106               10600
met2       0.306      822               40800
met1       0.282    11303               39500
li1            -    11027                   -
-- state kept, by name, indices dropped and copies added, names as in the netlist --
name                flops
DREG_INST.out          18
OPMODEREG_INST.out      8
CYOREG_INST.out         1
CYIREG_INST.out         1
MREG_INST.out          36
A1REG_INST.out         18
PREG_INST.out          48
CREG_INST.out          48
B1REG_INST.out         18
-- kinds of logic after synthesis --
logic type	after synthesis
compound gates	641
xor+xnor	132
fa+ha+maj	528
buf+inv	692
flops	196
mux	225
simple gates	807
